### config.mk
export PLATFORM = sky130hd
export DESIGN_NAME = mem
export DESIGN_NICKNAME = mem
export VERILOG_FILES = /design/flow/design.v
export SDC_FILE = /design/flow/constraint.sdc
export NUM_CORES = 4
export LEC_CHECK = 1
export CORE_UTILIZATION = 40
export SYNTH_HDL_FRONTEND = slang
### constraint.sdc
current_design mem

set clk_period 40.2
set clk_io_pct 0.2

create_clock -name clk0 -period $clk_period [get_ports {clk}]

set non_clock_inputs [all_inputs -no_clocks]
set_input_delay [expr $clk_period * $clk_io_pct] -clock clk0 $non_clock_inputs
set_output_delay [expr $clk_period * $clk_io_pct] -clock clk0 [all_outputs]
### design.v
package mips_decls_p;
  typedef enum logic [5:0] {
                             OP_RTYPE   = 6'd0,
                             OP_BLTGEZ  = 6'd1,
                             OP_J       = 6'd2,
                             OP_JAL     = 6'd3,
                             OP_BEQ     = 6'd4,
                             OP_BNE     = 6'd5,
                             OP_ADDI    = 6'd8,
                             OP_LW      = 6'd35,
                             OP_SW      = 6'd43
                             } opcode_t;
   typedef enum logic [5:0] {
                             F_JR  = 6'd8,
                             F_ADD = 6'd32,
                             F_SUB = 6'd34,
                             F_AND = 6'd36,
                             F_OR  = 6'd37,
                             F_XOR = 6'd38,
                             F_NOR = 6'd39,
                             F_SLT = 6'd42
                             } funct_t;
endpackage
module mem(
    input  logic        clk, we,
    input  logic [31:0] adr, wd,
    output logic [31:0] rd
    );
    logic  [31:0] RAM[63:0];
    initial begin
        $readmemh("memfile.dat",RAM);   
    end
    assign rd = RAM[adr[31:2]];  
    always_ff @(posedge clk) begin
        if (we)
        RAM[adr[31:2]] <= wd;
    end
endmodule
### memfile.dat
20020005
2003000c
2067fff7
00e22025
00642824
00a42820
10a7000a
0064202a
10800001
20050000
00e2202a
00853820
00e23822
ac670044
8c020050
08000011
20020001
ac020054
### run.sh
#!/bin/bash
# OpenROAD 26Q1-2900-gdf79404cd8, Yosys 0.63+post, stock flow scripts
make -C /OpenROAD-flow-scripts/flow DESIGN_CONFIG=/design/flow/config.mk WORK_HOME=/design/flow/orfs finish
==> impl_metrics.prom <==
# HELP chip_impl_metric Physical implementation figures
# TYPE chip_impl_metric gauge
chip_impl_metric{name="placement.io_buffers",unit=""} 71
chip_impl_info{name="clock_tree.root_cell",value="sky130_fd_sc_hd__clkbuf_16"} 1
chip_impl_info{name="crit_path_start",value="adr[4]"} 1
chip_impl_info{name="clock_tree_from_tritoncts",value="yes"} 1
chip_impl_metric{name="detailroute.via_count",unit=""} 41400
chip_impl_metric{name="io-pin-count",unit=""} 98
chip_impl_metric{name="final_instance_area",unit="µm²"} 89000
chip_impl_info{name="critical_path.most_common_cell",value="sky130_fd_sc_hd__buf_4"} 1
chip_impl_info{name="most_used_cells_in_the_layout_excluding_fill_and_tap_cells",value="sky130_fd_sc_hd__edfxtp_1 (2048), sky130_fd_sc_hd__mux2i_1 (259), sky130_fd_sc_hd__clkbuf_16 (203)"} 1
chip_impl_metric{name="final-max-slew-violation-count",unit=""} 0
chip_impl_metric{name="worstPathBufferInverterCount",unit=""} 6
chip_impl_metric{name="comb_power_share",unit="%"} 5.3
chip_impl_metric{name="timing.final.crit_share",unit="%"} 53.5
chip_impl_metric{name="worstSetupPathDepth",unit=""} 11
chip_impl_metric{name="fin_hold_ws",unit="ps"} 7860
chip_impl_metric{name="post_synth_instance_area",unit="µm²"} 78300
chip_impl_metric{name="initialDrtViolationCount",unit=""} 2940
chip_impl_metric{name="p_per_area",unit="nW/µm²"} 49.3
chip_impl_metric{name="p_sw_share",unit="%"} 21.5
chip_impl_metric{name="tritoncts_sinks",unit=""} 2048
chip_impl_info{name="critPathSlowestCell",value="sky130_fd_sc_hd__buf_4"} 1
chip_impl_info{name="run_status",value="finished clean"} 1
chip_impl_info{name="timing.critical_path.cells",value="buf_8 -> buf_4 -> buf_4 -> buf_4 -> buf_4 -> mux2_2 -> a21oi_1 -> o221ai_1 -> a221o_1 -> or3_1 -> clkdlybuf4s50_1"} 1
chip_impl_metric{name="enable_flop_cells",unit=""} 2048
chip_impl_metric{name="fp.coreArea",unit="µm²"} 195000
chip_impl_metric{name="globalplace.congestion",unit=""} 0.866
chip_impl_metric{name="slowest_delay",unit="ps"} 650
chip_impl_metric{name="totalWireLength",unit="µm"} 206000
chip_impl_metric{name="clockBufferDepth",unit=""} 3
chip_impl_metric{name="route.detailed.drc",unit=""} 0
chip_impl_metric{name="worst-slew-pin-transition",unit="ps"} 953
chip_impl_metric{name="number_of_antenna_violations_at_the_first_check_in_global_routing",unit=""} 3
chip_impl_metric{name="ys.flops",unit=""} 2048
chip_impl_metric{name="drive_above_1_share",unit="%"} 18.1
chip_impl_info{name="cp-start-kind",value="input port"} 1
chip_impl_metric{name="hpwl",unit="µm"} 113000
chip_impl_info{name="crit_end",value="rd[30]"} 1
chip_impl_metric{name="vias_per_cell",unit=""} 5.85
chip_impl_metric{name="holdBufCountCts",unit=""} 0
chip_impl_metric{name="overflow",unit=""} 0
chip_impl_metric{name="die-area",unit="µm²"} 197000
chip_impl_metric{name="cap_violations",unit=""} 0
chip_impl_info{name="globalRoute.busiestLayer",value="met2"} 1
chip_impl_metric{name="timing.critical_path.fanout_max",unit=""} 66
chip_impl_metric{name="clock_power_share",unit="%"} 40.8
chip_impl_metric{name="share_seq_of_total_power",unit="%"} 54.0
chip_impl_metric{name="yosys.stat.chipArea",unit="µm²"} 78300
chip_impl_metric{name="flow.area_growth_from_synthesis",unit="%"} 13.7
chip_impl_metric{name="drtPass1Iterations",unit=""} 6
chip_impl_info{name="hold_path_class",value="in2reg"} 1
chip_impl_metric{name="setup_violations",unit=""} 0
chip_impl_metric{name="avgRoutedWirePerCell",unit="µm"} 29.1
chip_impl_metric{name="core_util_floorplan",unit="%"} 40.2
chip_impl_metric{name="hold_violations",unit=""} 0
chip_impl_metric{name="netSwitchingPower",unit="mW"} 0.942
chip_impl_metric{name="max_freq",unit="GHz"} 0.0465
chip_impl_metric{name="vias_in_the_first_global_route",unit=""} 43900
chip_impl_info{name="crit_type",value="in2out"} 1
chip_impl_metric{name="postPlaceCellArea",unit="µm²"} 82800
chip_impl_metric{name="post_cts.resized_instances",unit=""} 0
chip_impl_info{name="timing.critical_path.to_type",value="output pin"} 1
chip_impl_metric{name="h-tree-depth",unit=""} 4
chip_impl_metric{name="timing.max_slew.rel_slack",unit="%"} 36.3
chip_impl_metric{name="grtUsageMet1",unit="%"} 28.7
chip_impl_metric{name="timing.final.crit_period",unit="ps"} 21500
chip_impl_metric{name="synth.avg_cell_area",unit="µm²"} 18.6
chip_impl_metric{name="floorplan.rows",unit=""} 162
chip_impl_metric{name="clock_slew_seen_by_the_registers_of_the_worst_setup_and_hold_paths",unit="ps"} 60
chip_impl_info{name="cp_top_family",value="buffers and inverters"} 1
chip_impl_metric{name="power_leakage",unit="nW"} 28.3
chip_impl_metric{name="use_met2",unit="%"} 33.6
chip_impl_metric{name="grt_first_pass_wirelength",unit="µm"} 299000
chip_impl_metric{name="worst_ep_required_time",unit="ps"} 32160
chip_impl_metric{name="yosysWarnings",unit=""} 0
chip_impl_metric{name="die_width",unit="µm"} 444
chip_impl_metric{name="dieHeight",unit="µm"} 444
chip_impl_metric{name="synthDistinctLibCells",unit=""} 55
chip_impl_metric{name="tns",unit="ps"} 0
chip_impl_metric{name="internal_cell_power",unit="mW"} 3.45
chip_impl_metric{name="synth_cells",unit=""} 4207
chip_impl_metric{name="post_cts.repair.setup_buffers",unit=""} 0
chip_impl_info{name="flop_cell",value="sky130_fd_sc_hd__edfxtp_1"} 1
chip_impl_metric{name="largest_net_degree_at_the_start_of_global_routing",unit=""} 95
chip_impl_metric{name="critical_path_arrival",unit="ps"} 13460
chip_impl_metric{name="cts_buffers",unit=""} 201
chip_impl_metric{name="gr-usage-all-layers",unit="%"} 22.9
chip_impl_metric{name="number_of_flip_flops_in_the_largest_register",unit=""} 2048
chip_impl_metric{name="peakVddDrop",unit="µV"} 44.4
chip_impl_info{name="mostFrequentLayoutCell",value="sky130_fd_sc_hd__edfxtp_1"} 1
chip_impl_metric{name="openroad.warnings",unit=""} 52
chip_impl_metric{name="ys_seq_share",unit="%"} 78.6
chip_impl_metric{name="yosys_cells",unit=""} 4207
chip_impl_metric{name="final_core_util",unit="%"} 45.8
chip_impl_metric{name="use_met3",unit="%"} 15.4
chip_impl_metric{name="postSynth.asyncResetShare",unit="%"} 0
chip_impl_metric{name="antenna_violating_nets_post_route",unit=""} 0
chip_impl_info{name="rsz_0062_raised_after_global_routing",value="no"} 1
==> worst min-delay path by stage <==
stage	cells past startpoint	slack, ps	from	end
final	2	7860	wd[8]	RAM[49][8]
after global routing	2	7870	wd[1]	RAM[30][1]
after CTS	2	7810	wd[26]	RAM[63][26]
==> area by class of cell <==
type | instances | area (µm²)
Fill cell | 16000 | 106000
Sequential cell | 2048 | 61500
Multi-Input combinational cell | 1859 | 16100
Clock buffer | 262 | 5300
Tap cell | 2542 | 3180
Timing Repair Buffer | 264 | 2040
Clock inverter | 107 | 925
Inverter | 2 | 15.0
Antenna cell | 1 | 2.50
==> metal layers <==
metal  routed length (µm)  share of wire (%)
met1                70600                 34
met2                96800                 47
met5                  136              0.066
met3                31600                 15
met4                 7210                3.5
==> power by group through the flow <==
stage / sequential (mW) / clock [mW] / combinational [mW]
after CTS: 2.37 / 1.82 / 0.235
after global routing: 2.37 / 1.90 / 0.249
final: 2.37 / 1.79 / 0.232
==> metrics by stage <==
stage | cells | setup WS, ps | total power [mW]
floorplan | 4207 | 22010 | 2.53
global placement | 6715 | 18720 | 2.64
detailed placement | 6715 | 18700 | 2.65
CTS | 7084 | 18700 | 4.42
global route | 7084 | 18500 | 4.52
finish | 7085 | 18700 | 4.39
==> cell usage after synthesis (2+ instances only) <==
cell type | number | area share (%)
sky130_fd_sc_hd__a2111oi_0 | 15 | 0.17
sky130_fd_sc_hd__a211oi_1 | 17 | 0.16
sky130_fd_sc_hd__a21oi_1 | 121 | 0.77
sky130_fd_sc_hd__a221o_1 | 15 | 0.19
sky130_fd_sc_hd__a221oi_1 | 175 | 2.0
sky130_fd_sc_hd__a222oi_1 | 16 | 0.20
sky130_fd_sc_hd__a22o_1 | 66 | 0.74
sky130_fd_sc_hd__a22oi_1 | 188 | 1.8
sky130_fd_sc_hd__a31oi_1 | 43 | 0.34
sky130_fd_sc_hd__and2_1 | 5 | 0.040
sky130_fd_sc_hd__and3_1 | 85 | 0.68
sky130_fd_sc_hd__and3b_1 | 2 | 0.022
sky130_fd_sc_hd__buf_1 | 33 | 0.16
sky130_fd_sc_hd__buf_12 | 3 | 0.077
sky130_fd_sc_hd__buf_2 | 83 | 0.53
sky130_fd_sc_hd__buf_4 | 8 | 0.077
sky130_fd_sc_hd__buf_6 | 2 | 0.029
sky130_fd_sc_hd__clkbuf_1 | 168 | 0.81
sky130_fd_sc_hd__edfxtp_1 | 2048 | 79
sky130_fd_sc_hd__mux2_2 | 147 | 2.1
sky130_fd_sc_hd__mux2i_1 | 259 | 3.3
sky130_fd_sc_hd__mux4_2 | 96 | 2.8
sky130_fd_sc_hd__nand2_1 | 28 | 0.13
sky130_fd_sc_hd__nand2b_1 | 18 | 0.14
sky130_fd_sc_hd__nand3_1 | 54 | 0.35
sky130_fd_sc_hd__nand3b_1 | 2 | 0.019
sky130_fd_sc_hd__nand4_1 | 3 | 0.024
sky130_fd_sc_hd__nor2_1 | 145 | 0.70
sky130_fd_sc_hd__nor2b_1 | 8 | 0.064
sky130_fd_sc_hd__nor3_1 | 22 | 0.14
sky130_fd_sc_hd__nor4_1 | 14 | 0.11
sky130_fd_sc_hd__o21ai_0 | 84 | 0.54
sky130_fd_sc_hd__o221ai_1 | 6 | 0.067
sky130_fd_sc_hd__o22a_1 | 70 | 0.78
sky130_fd_sc_hd__o22ai_1 | 93 | 0.74
sky130_fd_sc_hd__o2bb2ai_1 | 15 | 0.17
sky130_fd_sc_hd__o311ai_0 | 2 | 0.022
sky130_fd_sc_hd__or3_1 | 4 | 0.032
sky130_fd_sc_hd__or4_1 | 15 | 0.14
sky130_fd_sc_hd__or4b_1 | 14 | 0.18
==> kinds of logic (layout without fill, tap and decap cells) <==
kind of cell / count (synthesis) / in the layout / synth area share [%]
DFF: 2048 / 2048 / 78.6
AOI/OAI and AO/OA: 933 / 933 / 8.73
muxes: 502 / 502 / 8.19
and+or+nand+nor: 424 / 424 / 2.83
buffers and inverters: 300 / 635 / 1.70
other: 0 / 1 / 0
No activity file was given, so power comes from the tool's default toggle rates.

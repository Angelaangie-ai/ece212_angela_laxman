File: flow/run.sh
#!/bin/bash
# OpenROAD 26Q1-2900-gdf79404cd8, Yosys 0.63+post, stock flow scripts
make -C /OpenROAD-flow-scripts/flow DESIGN_CONFIG=/design/flow/config.mk WORK_HOME=/design/flow/orfs finish
File: flow/config.mk
export PLATFORM = sky130hd
export DESIGN_NAME = dmem
export DESIGN_NICKNAME = dmem
export VERILOG_FILES = /design/flow/design.v
export SDC_FILE = /design/flow/constraint.sdc
export NUM_CORES = 4
export LEC_CHECK = 1
export CORE_UTILIZATION = 50
export SYNTH_HDL_FRONTEND = slang
File: flow/constraint.sdc
current_design dmem

set clk_period 49.5
set clk_io_pct 0.2

create_clock -name clk0 -period $clk_period [get_ports {clk}]

set non_clock_inputs [all_inputs -no_clocks]
set_input_delay [expr $clk_period * $clk_io_pct] -clock clk0 $non_clock_inputs
set_output_delay [expr $clk_period * $clk_io_pct] -clock clk0 [all_outputs]
File: flow/design.v
package mips_decls_p;
  typedef enum logic [5:0] {
                             OP_RTYPE   = 6'd0,
                             OP_BLTGEZ  = 6'd1,
                             OP_J       = 6'd2,
                             OP_JAL     = 6'd3,
                             OP_BEQ     = 6'd4,
                             OP_BNE     = 6'd5,
                             OP_ADDI    = 6'd8,
                             OP_LW      = 6'd35,
                             OP_SW      = 6'd43
                             } opcode_t;
   typedef enum logic [5:0] {
                             F_JR  = 6'd8,
                             F_ADD = 6'd32,
                             F_SUB = 6'd34,
                             F_AND = 6'd36,
                             F_OR  = 6'd37,
                             F_XOR = 6'd38,
                             F_NOR = 6'd39,
                             F_SLT = 6'd42
                             } funct_t;
endpackage
module dmem #(parameter SIZE=32) (
  input logic             clk, we,
  input logic [SIZE-1:0]  adr, wd,
  output logic [31:0]     rd
                                  );
  logic [31:0]    RAM[63:0];
  logic [29:0] adr_w;
  assign adr_w = adr[31:2];   
  always_comb
    if (adr_w < SIZE) rd = RAM[adr_w];
    else rd = 'x;
  always @(posedge clk)
    if (we && (adr_w < SIZE))
      RAM[adr_w] <= wd;
endmodule
==> impl_table.tex <==
% Implementation results table
\begin{tabular}{lr}
\hline
Metric & Value \\
\hline
\multicolumn{2}{l}{\textbf{Power and ir drop}} \\
Internal cell power & 2.89 mW \\
Power per cell area & 40.2 nW/µm² \\
Switching power share of the total & 0.214 \\
Share of power burned in registers & 0.545 \\
Share of total power in combinational logic & 0.059 \\
Worst voltage drop across the vdd grid & 0.0359 mV \\
Leak & 31.5 nW \\
Clock group share of total power & 0.396 \\
Net Switching & 784 µW \\
\multicolumn{2}{l}{\textbf{Global routing}} \\
Total routing resource utilization after global routing & 0.290 \\
Largest net degree at the start of global routing & 110 \\
First-pass GRT wire length & 294 mm \\
Gr ovfl total & 0 \\
Antenna violations before repair & 3 \\
Via count of the first global-routing pass & 45400 \\
\multicolumn{2}{l}{\textbf{Worst setup path}} \\
Slowest cell on the critical path & sky130\_fd\_sc\_hd\_\_buf\_4 \\
Data arrival time of the critical path & 15.12 ns \\
Required time at the worst-slack endpoint & 39.60 ns \\
Delay of the slowest critical-path stage & 0.70 ns \\
Worst Setup End Kind & output port \\
Worst path cell trace & buf\_8, and2\_4, buf\_12, buf\_4, buf\_4, buf\_4, a221oi\_1, nor2\_1, o21ai\_0, and3\_1, nand4\_1, clkdlybuf4s50\_1 \\
Biggest fanout along the worst timing path & 83 \\
Category of the most critical setup path & in -> out \\
Cell with the most instances on the worst path & sky130\_fd\_sc\_hd\_\_buf\_4 \\
Sort of element at the start of the critical path & primary input \\
\multicolumn{2}{l}{\textbf{Timing}} \\
Sum Neg Setup Slack & 0 ns \\
Post-route minimum period & 25.02 ns \\
RSZ-0062 raised after global routing & false \\
Transition time at the pin with the least slew margin & 0.931 ns \\
Achievable frequency & 40.0 MHz \\
Tcrit/Tclk final & 0.505 \\
Final setup violation count & 0 \\
Relative slew margins & 0.376 \\
Number of failing hold endpoints at the final stage & 0 \\
Count of final max-slew check failures & 0 \\
\multicolumn{2}{l}{\textbf{Synth}} \\
Instance count of the mapped netlist & 4510 \\
Area leader, netlist & sky130\_fd\_sc\_hd\_\_edfxtp\_1 \\
Ys flop type & sky130\_fd\_sc\_hd\_\_edfxtp\_1 \\
Top area cells in the synthesized netlist & sky130\_fd\_sc\_hd\_\_edfxtp\_1, sky130\_fd\_sc\_hd\_\_a221oi\_1, sky130\_fd\_sc\_hd\_\_mux2i\_1 \\
Register area share after synthesis & 0.788 \\
Yosys warnings & 0 \\
Number of register bits inferred by synthesis & 2048 \\
Cell Area, Synth & 78000 µm² \\
Chip Area, Yosys & 78000 µm² \\
Post-synthesis cell type count & 59 \\
Post-synth tally of flip-flops with integrated enable & 2048 \\
Mean cell area of the mapped netlist & 17.3 µm² \\
Yosys cell count & 4510 \\
Proportion of synthesized flip-flops having asynchronous set or reset & 0 \\
Area share of the largest cell type after synthesis & 0.788 \\
\multicolumn{2}{l}{\textbf{Floorplan}} \\
Core outline area & 154000 µm² \\
Chip Area & 158000 µm² \\
Die Width & 397 µm \\
Total I/O pin count & 98 \\
Die height & 397 µm \\
Placement row count & 144 \\
Fp util & 0.505 \\
\multicolumn{2}{l}{\textbf{Layout}} \\
Flip-flop count of the largest register, all copies and words added & 2048 \\
Layout overhead on the synthesized area & 17.3\% \\
Top reg by flops & RAM \\
Largest registers in the final layout & RAM (2048) \\
Final core area utilization & 0.592 \\
Top cells excl fill/tap & sky130\_fd\_sc\_hd\_\_edfxtp\_1, sky130\_fd\_sc\_hd\_\_conb\_1, sky130\_fd\_sc\_hd\_\_a221oi\_1 \\
Most used logic cell in the final layout & sky130\_fd\_sc\_hd\_\_edfxtp\_1 \\
Share of post-route cells with drive strength above 1 & 0.102 \\
Layout fillers & 11500 \\
\multicolumn{2}{l}{\textbf{Clock network}} \\
TritonCTS buffer count & 206 \\
Clock-pin slew on the worst setup and hold paths & 0.06 ns \\
Number of buffers inserted to repair setup after CTS & 0 \\
Clk Tree Root Cell & sky130\_fd\_sc\_hd\_\_clkbuf\_16 \\
Maximum buffer depth of the clock tree & 3 \\
Number of hold-repair buffers added at the cts stage & 0 \\
CTS tree & done \\
Clock sinks & 2048 \\
Number of H-tree branching levels & 4 \\
Number of gates given a new drive strength after cts & 0 \\
\multicolumn{2}{l}{\textbf{Place}} \\
Buffers added on ports & 95 \\
Global placement routability congestion & 0.838 \\
Hpwl dp & 105 mm \\
\multicolumn{2}{l}{\textbf{Drt}} \\
Initial detailed-routing violation count & 2608 \\
WL final & 200 mm \\
Total number of vias & 44700 \\
Via density per instance & 5.70 \\
Drt wl/cell & 25.5 µm \\
First drt pass iteration count & 24 \\
Number of nets still failing antenna checks after routing & 0 \\
DRC & 0 \\
\multicolumn{2}{l}{\textbf{Job}} \\
Max-Cap Viols & 0 \\
Count of warning messages emitted by the tools & 34 \\
\multicolumn{2}{l}{\textbf{Worst hold path}} \\
Worst min path class & in -> reg \\
\multicolumn{2}{l}{\textbf{Status}} \\
Result of the run & complete, no violations \\
\hline
\end{tabular}
layer usage:
| layer | wire length [µm] | share of wire | GRT usage | vias to the layer above |
|---|---|---|---|---|
| li1 | - | - | - | 20000 |
| met1 | 70400 | 0.35 | 0.415 | 21800 |
| met2 | 91300 | 0.46 | 0.402 | 2474 |
| met3 | 32200 | 0.16 | 0.197 | 384 |
| met4 | 5920 | 0.030 | 0.0672 | 6 |
| met5 | 211 | 0.0011 | 0.0103 | - |
synth_stat cells (3+ instances only):
| library cell | n |
|---|---|
| sky130_fd_sc_hd__buf_2 | 136 |
| sky130_fd_sc_hd__nor3_1 | 45 |
| sky130_fd_sc_hd__nand4_1 | 16 |
| sky130_fd_sc_hd__nor4_1 | 6 |
| sky130_fd_sc_hd__or4_1 | 13 |
| sky130_fd_sc_hd__mux2i_1 | 183 |
| sky130_fd_sc_hd__o211a_1 | 11 |
| sky130_fd_sc_hd__buf_4 | 20 |
| sky130_fd_sc_hd__a221oi_1 | 418 |
| sky130_fd_sc_hd__o31ai_1 | 11 |
| sky130_fd_sc_hd__o21ai_0 | 249 |
| sky130_fd_sc_hd__mux4_2 | 25 |
| sky130_fd_sc_hd__edfxtp_1 | 2048 |
| sky130_fd_sc_hd__nand2_1 | 58 |
| sky130_fd_sc_hd__o32ai_1 | 6 |
| sky130_fd_sc_hd__and2_1 | 3 |
| sky130_fd_sc_hd__inv_1 | 3 |
| sky130_fd_sc_hd__o221ai_1 | 7 |
| sky130_fd_sc_hd__nor2b_1 | 19 |
| sky130_fd_sc_hd__or3_1 | 8 |
| sky130_fd_sc_hd__buf_6 | 11 |
| sky130_fd_sc_hd__a22o_1 | 61 |
| sky130_fd_sc_hd__o22ai_1 | 89 |
| sky130_fd_sc_hd__mux2_2 | 51 |
| sky130_fd_sc_hd__a22oi_1 | 220 |
| sky130_fd_sc_hd__buf_1 | 37 |
| sky130_fd_sc_hd__and3_1 | 16 |
| sky130_fd_sc_hd__clkbuf_1 | 152 |
| sky130_fd_sc_hd__a21oi_1 | 224 |
| sky130_fd_sc_hd__o21ai_1 | 4 |
| sky130_fd_sc_hd__nor2_1 | 226 |
| sky130_fd_sc_hd__nand3_1 | 33 |
| sky130_fd_sc_hd__o2bb2ai_1 | 11 |
| sky130_fd_sc_hd__a221o_1 | 4 |
| sky130_fd_sc_hd__a31oi_1 | 16 |
| sky130_fd_sc_hd__nand3b_1 | 21 |
| sky130_fd_sc_hd__o211ai_1 | 19 |
power by group through the flow:
stage	clock [mW]	combinational (mW)	sequential [mW]
5_1_grt	1.55	0.240	2.01
6_report	1.46	0.217	2.00
4_1_cts	1.48	0.219	2.00
path summary, 6_finish.rpt:
path,start,to,cells after the start
setup / recovery,adr[2],rd[6],12
hold / removal,wd[0],RAM[51][0],1
kinds of logic (layout without fill, tap and decap cells):
logic type / Yosys count / after routing / synth area share
flip-flops: 2048 / 2048 / 0.788
multiplexers: 259 / 259 / 0.0381
other: 1 / 1028 / 0.0000481
AND/OR/NAND/NOR: 476 / 476 / 0.0286
buffers and inverters: 360 / 628 / 0.0215
AND-OR/OR-AND: 1366 / 1366 / 0.123
worst max-delay path, delay by kind of cell:
family / cells / cell delay (ns)
buf+inv: 6 / 3.48
compound gates: 2 / 0.29
simple gates: 4 / 1.25
area by class of cell:
type                            count  area (µm²)  share of cell area
Antenna cell                        4        10.0            0.000109
Tap cell                         2044        2560              0.0280
Inverter                            4        27.5            0.000301
Multi-Input combinational cell   3125       19000               0.208
Clock buffer                      272        5570              0.0609
Timing Repair Buffer              257        2100              0.0229
Clock inverter                     95         699             0.00765
Sequential cell                  2048       61500               0.672
metrics by stage:
| stage | total power, mW | cell area [µm²] | instances | setup slack (ns) | hold slack [ns] |
|---|---|---|---|---|---|
| 2_1_floorplan | 2.15 | 81800 | 5533 | 28.10 | 10.0 |
| 3_3_place_gp | 2.25 | 85200 | 7478 | 24.44 | 10.26 |
| 3_5_place_dp | 2.26 | 85200 | 7478 | 24.42 | 10.27 |
| 4_1_cts | 3.70 | 91500 | 7845 | 24.42 | 9.40 |
| 5_1_grt | 3.79 | 91500 | 7848 | 24.28 | 9.43 |
| 6_report | 3.67 | 91500 | 7849 | 24.48 | 9.44 |
Power figures rest on the tool's default switching activity, not on a simulated workload.

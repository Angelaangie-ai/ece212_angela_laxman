==> flow/design.v <==
package mips_decls_p;
  typedef enum logic [5:0] {
                             OP_RTYPE   = 6'd0,
                             OP_BLTGEZ  = 6'd1,
                             OP_J       = 6'd2,
                             OP_JAL     = 6'd3,
                             OP_BEQ     = 6'd4,
                             OP_BNE     = 6'd5,
                             OP_ADDI    = 6'd8,
                             OP_LW      = 6'd35,
                             OP_SW      = 6'd43
                             } opcode_t;
   typedef enum logic [5:0] {
                             F_JR  = 6'd8,
                             F_ADD = 6'd32,
                             F_SUB = 6'd34,
                             F_AND = 6'd36,
                             F_OR  = 6'd37,
                             F_XOR = 6'd38,
                             F_NOR = 6'd39,
                             F_SLT = 6'd42
                             } funct_t;
endpackage
module regfile(input  logic        clk,
               input  logic        we3,
               input  logic [4:0]  ra1, ra2, wa3,
               input  logic [31:0] wd3,
               output logic [31:0] rd1, rd2);
  logic [31:0] rf[31:0];
  always_ff @(negedge clk)
    if (we3) rf[wa3] <= wd3;
  assign rd1 = (ra1 != 0) ? rf[ra1] : 0;
  assign rd2 = (ra2 != 0) ? rf[ra2] : 0;
endmodule
==> flow/run.sh <==
#!/bin/bash
# OpenROAD 26Q1-2900-gdf79404cd8, Yosys 0.63+post, stock flow scripts
make -C /OpenROAD-flow-scripts/flow DESIGN_CONFIG=/design/flow/config.mk WORK_HOME=/design/flow/orfs finish
==> flow/config.mk <==
export PLATFORM = sky130hd
export DESIGN_NAME = regfile
export DESIGN_NICKNAME = regfile
export VERILOG_FILES = /design/flow/design.v
export SDC_FILE = /design/flow/constraint.sdc
export NUM_CORES = 4
export LEC_CHECK = 1
export CORE_UTILIZATION = 50
export SYNTH_HDL_FRONTEND = slang
==> flow/constraint.sdc <==
current_design regfile

set clk_period 7.1
set clk_io_pct 0.2

create_clock -name clk0 -period $clk_period [get_ports {clk}]

set non_clock_inputs [all_inputs -no_clocks]
set_input_delay [expr $clk_period * $clk_io_pct] -clock clk0 $non_clock_inputs
set_output_delay [expr $clk_period * $clk_io_pct] -clock clk0 [all_outputs]
==> impl_metrics.yaml <==
# generated from flow reports
clock_tree:
  htreeDepth: 3
  cts_buffers: 114
  cts.sinks: 1024
  clk_pin_slew_ns: 0.03
  cts_tree: "done"
  cts-hold-fix-buffers: 0
  root_buffer: "clkbuf_16"
  clock_tree.buffer_depth: 3
min_path:
  hold_class: "input pin to primary output"
  hold_depth: 4
yosys:
  simple_gate_share: 0.0163
  ys_types: 40
  top_area_cell: "edfxtp_1"
  synth_flops: 1024
  aoi_share: 0.0436
  ys_chip_area_um2: 47100
  ff_type: "edfxtp_1"
  synth_area_um2: 47100
  synthMostInstantiatedCell: "edfxtp_1"
  synth_seq_share: 0.653
  ys_warn_count: 0
  top_area_frac: 0.653
  ys_sh_adder: 0
  ys_cells: 2291
  synthTopLogicFamily: "multiplexers"
  syn_avg_cell_area_um2: 20.6
  netlist_top_cells_area: "edfxtp_1 65%, mux4_2 22%, mux2i_1 3.4%, o22ai_1 1.4%, a22o_1 0.99%"
  async_flop_share: 0
  synth-xor-area-share: 0
  synth_cells: 2291
  common_cells: "1024 x edfxtp_1, 465 x mux4_2, 160 x mux2i_1"
  ys_sh_mux: 0.264
  edf_count: 1024
drt:
  totalWireLength_um: 154000
  diodes: 0
  vias_per_cell: 6.12
  avgRoutedWirePerCell_um: 31.0
  vias: 30359
  drcViolationCount: 0
  drtIter0Drc: 1731
  dr.pass1.iters: 5
  ant_nets: 0
place:
  gp_congestion: 0.888
  portBuffers: 112
  dp_hpwl_um: 89400
  dp_cells: 3713
final_layout:
  largest_register: "rf"
  fin_util: 0.658
  largest_registers: "rf: 1024 flops"
  layout-drive-gt1-share: 0.329
  largest_register_ffs: 1024
  fin_cells: 4957
  area_delta_synth_final_pct: 30.4
final_timing:
  setup-violations-final: 64
  worstMarginPinSlew_ns: 0.926
  max_slew_margin: 0.381
  final_max_slew_viol_count: 0
  hold_viol: 0
  finalWorstSetupSlack_ns: -0.474
  rsz0062_at_grt: "yes"
  hold_slack_ns: 3.61
job:
  warnings: 1030
  drv_cap: 0
run_status:
  outcome: "finished, violations left"
  violations: "setup timing"
worst_setup_path:
  critical_path_class: "flip-flop to primary output"
  cp_data_required_time_ns: 5.68
  crit_fanout: 2
  start_kind: "flip-flop"
  critPathArrivalTime_ns: 6.15
  cp-end-kind: "primary output"
floorplan:
  dieArea_um2: 95400
  rows: 112
  die_w_um: 309
  core_um2: 93300
  io_pins: 113
  initial_core_util: 0.504
  dieHeight_um: 309
grt:
  antenna_found_initial: 1
  grt_pass1_vias: 35757
  grt_max_degree: 74
  grt_use_total: 0.375
  grt.overflow.total: 0
  grt_first_pass_wirelength_um: 222000
pwr:
  vdd_drop_max_mv: 0.214
  p_leak_nw: 23.9
  powerDensity_nw_per_um2: 269
  power_mw: 16.5
-- metal layers --
layer | track usage | part of all wire | up-vias
li1 | - | - | 12811
met1 | 0.435 | 0.30 | 14806
met2 | 0.498 | 0.47 | 2379
met3 | 0.332 | 0.19 | 351
met4 | 0.165 | 0.037 | 12
met5 | 0.0228 | 0.0016 | -
-- worst max-delay path: stages (launching register included) --
cell and delay [ns]:
edfxtp_1 0.39, mux4_2 0.48, mux4_2 0.50, o22ai_2 0.17
nor3_2 0.07, buf_4 0.20, buf_2 0.12
-- report_power, final --
part,total (mW),switching [mW],internal (mW)
sequential,6.81,0.0304,6.78
combinational,1.36,0.760,0.603
clock,8.36,3.86,4.49
total,16.5,4.65,11.9
-- final timing paths --
path | from | to | slack, ns
worst max-delay path | rf[31][18] | rd1[18] | -0.47
worst min-delay path | ra2[1] | rd2[12] | 3.61
-- cell usage in the layout (no fill, tap or decap), types with 33 or more instances in the layout --
master and count:
a2111oi_4 42, a22o_1 47, buf_12 96, buf_2 63, buf_4 162, clkbuf_16 116
clkdlybuf4s50_1 40, edfxtp_1 1024, inv_1 1053, mux2i_1 160, mux4_2 465, nor2_4 33
o22ai_1 79
-- through the flow --
stage	TNS [ns]	instance area (µm²)	worst slack (ns)
finish	-17.89	61400	-0.474
global route	-23.37	61400	-0.549
CTS	-19.65	61100	-0.510
detailed placement	-4.83	52100	-0.270
global placement	-4.48	52100	-0.304
floorplan	-85.01	47100	-0.304
-- area by class of cell --
type                    instances  area (µm²)
inverters                       3        11.3
clock inverters              1120        4890
multi-input cells            1071       17300
clock buffers                 116        2900
flip-flops and latches       1024       30700
repair buffers                369        3950
fillers                      6150       31900
well taps                    1254        1570
-- cell families after synthesis --
family          Yosys count
compound gates          264
buf+inv                 196
flops                  1024
mux                     658
simple gates            149
-- what timing repair did --
action                     in CTS  in global routing
pin swaps                     148                 24
buffers inserted               21                 11
setup endpoints to repair      64                 64
cloned                          0                  0
resized                       483                 23
Power and IR drop assume default switching activity.
